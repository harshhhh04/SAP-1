**design/flow/design.v**
```verilog
module pc(
	input clk,
	input rst,
	input inc,
	output[7:0] out
);
	reg[3:0] pc;
	always @ (posedge clk, posedge rst)
	begin
		if (rst)
		begin
			pc <= 4'b0;
		end else if (inc)
		begin
			pc <= pc + 1;
		end
	end
	assign out = pc;
endmodule
```
**design/flow/run.sh**
```bash
#!/bin/bash
# OpenROAD 26Q1-2900-gdf79404cd8, Yosys 0.63+post, stock flow scripts
make -C /OpenROAD-flow-scripts/flow DESIGN_CONFIG=/design/flow/config.mk WORK_HOME=/design/flow/orfs finish
```
**design/flow/config.mk**
```make
export PLATFORM = sky130hd
export DESIGN_NAME = pc
export DESIGN_NICKNAME = pc
export VERILOG_FILES = /design/flow/design.v
export SDC_FILE = /design/flow/constraint.sdc
export NUM_CORES = 4
export LEC_CHECK = 1
export CORE_AREA = 10 10 70 70
export DIE_AREA = 0 0 80 80
```
**design/flow/constraint.sdc**
```tcl
current_design pc

set clk_period 1.5
set clk_io_pct 0.2

create_clock -name clk0 -period $clk_period [get_ports {clk}]

set non_clock_inputs [all_inputs -no_clocks]
set_input_delay [expr $clk_period * $clk_io_pct] -clock clk0 $non_clock_inputs
set_output_delay [expr $clk_period * $clk_io_pct] -clock clk0 [all_outputs]
```
==> impl.org <==
#+TITLE: Physical design notes

** Outcome
- The flow ran to the end, and the final reports show no timing, DRC or antenna violations.

** Global route
- Overall global routing resource usage :: 0.0169
- Wire length of the first global-routing pass :: 772 um
- The number of antenna violations at the first check in global routing came to 0.
- Entering global routing, the biggest net connects 5 pins.
- Total congestion overflow after global routing :: 0
- Number of global-route vias before repair :: 159

** Drt
- Number of nets still failing antenna checks after routing :: 0
- Drt pass-1 iters :: 1
- WL per Instance :: 6.51 um
- Per the detail_route report, vias per standard cell equal 1.76.
- The repair_antennas step left the layout with diodes totalling 0.
- Aggregate routed wire length :: 469 um
- The routed layout has 127 vias.
- DRC violation count after routing :: 0
- Iter 0 DRT Violations :: 0

** STA
- Setup violations remaining at the end of the flow were counted as 0.
- Final clock period utilization by the worst path :: 0.965
- For reference, the final report shows the max-slew violation count at 0.
- For the final database, setup skew stands at 0.00256 ns.
- Post-route setup TNS :: 0 ns
- Hold is met by 0.255 ns.
- Highest achievable clock rate :: 691 MHz
- Final hold violations :: 0
- Setup repair after global routing left no endpoint under its margin.
- After layout, the minimum clock period comes to 1.45 ns.

** Logic synthesis
- Cell count in the Yosys report :: 17
- Mapped Area :: 198 um^2
- Chip area line of the yosys report :: 198 um^2
- For reference, the top logic cell family by area is buffers and inverters.
- Yosys warning tally :: 1
- After synthesis, the netlist uses 10 different library cells.
- Synthesized instance count :: 17
- A synthesized cell averages 11.6 um^2.
- Of the total synthesized cell area, the portion taken by AND, OR, NAND and NOR gates is 0.0506.
- XOR-XNOR Cells, Area Fraction :: 0.133
- Share of synthesized cell area in and-or and or-and compound cells :: 0
- After synthesis, the share of cell area in mux cells is 0.0570.
- Per the synthesis report, the adder-cell share of the synthesized area is 0.0633.
- The share of the Yosys chip area taken by registers is 0.506.
- The synthesis stat section lists a flop and latch total of 4.

** Worst setup path
- Path type of the worst setup path :: register to primary output
- Family with the most delay on the worst path :: buffers and inverters
- The report lists the cells along the critical path as clkdlybuf4s50_1.
- Of all nets on the critical path, the largest fanout is 3.
- At the worst endpoint, the arrival time is 1.15 ns.
- Critical path capture point type :: primary output
- The number of buffers and inverters on the critical path is 1.
- Slowest CP cell :: clkdlybuf4s50_1
- Worst endpoint required time :: 1.20 ns
- The worst setup path is launched from a register.
- Delay of the slowest cell on the worst path :: 0.54 ns

** Clock tree
- Number of levels in the clock H-tree :: 1
- Clock buffers created by TritonCTS :: 3
- Post-CTS clock slew at the launch and capture registers of the worst setup and hold paths :: 0.04 ns
- After clock tree synthesis, the repair step resized 0 gates.
- For the worst-skew pair, the clock arrives at the later sink with an insertion delay of 0.23 ns.
- Library cell used as clock root buffer :: clkbuf_4
- The clock passes through at most 2 buffers.
- Hold-fix buffer count after cts :: 0
- Clock sink total :: 4
- TritonCTS clock tree :: yes

** Place
- Final weighted congestion in routability-driven placement :: 0.647
- Detail Placement HPWL :: 384 um
- Port Buffers :: 6

** Floorplanning
- Die extent in y :: 80 um
- Rows :: 21
- The chip occupies 0.00640 mm^2.
- Top-level port count :: 11
- Width of the chip :: 80 um
- Initial Util :: 0.0579
- The total area inside the core boundary comes to 0.00342 mm^2.

** Power
- Cell leakage power :: 0.130 nW
- Power density over the cells :: 1770 mW/mm^2
- Peak supply drop :: 0.000924 V

** Finish
- Count of fill cells added during filler insertion :: 404
- Per the run report, area growth between synthesis and finish was 65.2%.
- Area taken by flip-flops and latches :: 100 um^2
- Proportion of layout cells with a drive suffix above 1 :: 0.192
- The most common logic cell in the final layout is clkdlybuf4s50_1.
- More flip-flops sit in one register than any other, and that register is pc.
- Largest registers in the final layout :: pc: 4 flops
- The register with the most flip-flops in the layout has 4 of them.
- Leaving out fill and tap cells, the most frequent cells in the layout are 6 x clkdlybuf4s50_1, 4 x conb_1, 4 x dfrtp_1.
- Multi-input gate area in the final layout :: 75.1 um^2

** Min path
- Type of the tightest min-delay check :: input pin to async pin

** Run
- The report counts max-capacitance violations totalling 0.
- OpenROAD warnings :: 25
-- kinds of logic (layout without fill, tap and decap cells) --
kind of cell / count (synthesis) / count (layout)
buffers and inverters: 5 / 11
flip-flops: 4 / 4
other: 1 / 4
XOR/XNOR: 3 / 3
multiplexers: 1 / 1
AND/OR/NAND/NOR: 2 / 2
adder cells (fa/ha/maj): 1 / 1
-- routing by layer --
layer / wire, um / vias up / global-route usage
li1: - / 63 / -
met1: 270 / 53 / 0.0247
met2: 122 / 11 / 0.0136
met3: 76 / 0 / 0.0193
met4: 0 / 0 / 0.00352
met5: 0 / - / 0
-- worst paths after layout --
check | endpoint | slack, ns | cells after the start | from
worst max-delay path | out[2] | 0.05 | 1 | pc[2]
worst min-delay path | pc[3] | 0.26 | 2 | rst
worst max register to register | pc[1] | 0.33 | 3 | pc[0]
worst min register to register | pc[3] | 0.48 | 1 | pc[3]
max in group asynchronous | pc[0] | 1.10 | 2 | rst
min in group clk0 | pc[3] | 0.48 | 1 | pc[3]
-- Yosys cell counts --
master / number / area [um^2]
dfrtp_1: 4 / 100
buf_4: 4 / 30.0
xnor2_1: 2 / 17.5
conb_1: 1 / 3.75
nand4_1: 1 / 6.26
xor2_1: 1 / 8.76
inv_1: 1 / 3.75
nand2_1: 1 / 3.75
ha_1: 1 / 12.5
mux2_2: 1 / 11.3
-- what timing repair did --
item / 4_1_cts / 5_1_grt
hold endpoints to repair: 0 / 0
setup buffers: 0 / 1
endpoints found under the setup margin: 0 / 1
-- per-stage QoR --
step	power, mW	area [um^2]	utilization	setup slack (ns)	instances
after floorplan	0.288	209	-	0.467	20
after global placement	0.421	297	0.0868	0.206	68
after detailed placement	0.427	297	0.0868	0.173	68
after CTS	0.565	319	0.0934	0.0544	71
after global routing	0.645	327	0.0956	0.0173	72
final	0.579	327	0.0956	0.0531	72
-- report_power, final --
part,leakage (nW),switching (mW),internal [mW]
logic,0.0694,0.0685,0.166
registers,0.0469,0.0465,0.167
clock network,0.0138,0.0417,0.0893
total,0.130,0.157,0.422
-- cell type report --
cell class	count	share of cell area
clock buffers	3	0.0690
multi-input cells	11	0.230
flip-flops and latches	4	0.307
well taps	46	0.176
inverters	1	0.0115
repair buffers	7	0.207
Power is estimated from default activity; no workload was simulated.
