$ cat /design/flow/config.mk
export PLATFORM = sky130hd
export DESIGN_NAME = controller
export DESIGN_NICKNAME = controller
export VERILOG_FILES = /design/flow/design.v
export SDC_FILE = /design/flow/constraint.sdc
export NUM_CORES = 4
export LEC_CHECK = 1
export CORE_AREA = 10 10 70 70
export DIE_AREA = 0 0 80 80
$ cat /design/flow/constraint.sdc
current_design controller

set clk_period 2.0
set clk_io_pct 0.2

create_clock -name clk0 -period $clk_period [get_ports {clk}]

set non_clock_inputs [all_inputs -no_clocks]
set_input_delay [expr $clk_period * $clk_io_pct] -clock clk0 $non_clock_inputs
set_output_delay [expr $clk_period * $clk_io_pct] -clock clk0 [all_outputs]
$ cat /design/flow/design.v
module controller(
    input clk,
    input rst,
    input [3:0] opcode,
    output [11:0] out,
    output reg [2:0] stage   
);
localparam SIG_HLT_VALUE       = 11;
localparam SIG_PC_INC_VALUE    = 10;
localparam SIG_PC_EN_VALUE     = 9;
localparam SIG_MEM_LOAD_VALUE  = 8;
localparam SIG_MEM_EN_VALUE    = 7;
localparam SIG_IR_LOAD_VALUE   = 6;
localparam SIG_IR_EN_VALUE     = 5;
localparam SIG_A_LOAD_VALUE    = 4;
localparam SIG_A_EN_VALUE      = 3;
localparam SIG_B_LOAD_VALUE    = 2;
localparam SIG_ADDER_SUB_VALUE = 1;
localparam SIG_ADDER_EN_VALUE  = 0;
localparam OP_LDA = 4'b0000;
localparam OP_ADD = 4'b0001;
localparam OP_SUB = 4'b0010;
localparam OP_HLT = 4'b1111;
reg [11:0] ctrl_word;
always @(posedge clk or posedge rst) begin
    if (rst) begin
        stage <= 0;
    end else begin
        if (stage == 5) begin
            stage <= 0;
        end else begin
            stage <= stage + 1;
        end
    end
end
always @(*) begin
    ctrl_word = 12'b0;
    case (stage)
        0: begin
            ctrl_word[SIG_PC_EN_VALUE] = 1;
            ctrl_word[SIG_MEM_LOAD_VALUE] = 1;
        end
        1: begin
            ctrl_word[SIG_PC_INC_VALUE] = 1;
        end
        2: begin
            ctrl_word[SIG_MEM_EN_VALUE] = 1;
            ctrl_word[SIG_IR_LOAD_VALUE] = 1;
        end
        3: begin
            case (opcode)
                OP_LDA: begin
                    ctrl_word[SIG_IR_EN_VALUE] = 1;
                    ctrl_word[SIG_MEM_LOAD_VALUE] = 1;
                end
                OP_ADD: begin
                    ctrl_word[SIG_IR_EN_VALUE] = 1;
                    ctrl_word[SIG_MEM_LOAD_VALUE] = 1;
                end
                OP_SUB: begin
                    ctrl_word[SIG_IR_EN_VALUE] = 1;
                    ctrl_word[SIG_MEM_LOAD_VALUE] = 1;
                end
                OP_HLT: begin
                    ctrl_word[SIG_HLT_VALUE] = 1;
                end
            endcase
        end
        4: begin
            case (opcode)
                OP_LDA: begin
                    ctrl_word[SIG_MEM_EN_VALUE] = 1;
                    ctrl_word[SIG_A_LOAD_VALUE] = 1;
                end
                OP_ADD: begin
                    ctrl_word[SIG_MEM_EN_VALUE] = 1;
                    ctrl_word[SIG_B_LOAD_VALUE] = 1;
                end
                OP_SUB: begin
                    ctrl_word[SIG_MEM_EN_VALUE] = 1;
                    ctrl_word[SIG_B_LOAD_VALUE] = 1;
                end
            endcase
        end
        5: begin
            case (opcode)
                OP_ADD: begin
                    ctrl_word[SIG_ADDER_EN_VALUE] = 1;
                    ctrl_word[SIG_A_LOAD_VALUE] = 1;
                end
                OP_SUB: begin
                    ctrl_word[SIG_ADDER_SUB_VALUE] = 1;
                    ctrl_word[SIG_ADDER_EN_VALUE] = 1;
                    ctrl_word[SIG_A_LOAD_VALUE] = 1;
                end
            endcase
        end
    endcase
end
assign out = ctrl_word;
endmodule
$ cat /design/flow/run.sh
#!/bin/bash
# OpenROAD 26Q1-2900-gdf79404cd8, Yosys 0.63+post, stock flow scripts
make -C /OpenROAD-flow-scripts/flow DESIGN_CONFIG=/design/flow/config.mk WORK_HOME=/design/flow/orfs finish
==> GITHUB_STEP_SUMMARY <==
### Flow metrics

| Metric | Value |
|---|---|
| Run status | `finished, final reports clean` |
| Required @ worst endpoint | `1600 ps` |
| Count of nets left with antenna violations after detail routing | `0` |
| Boundary pin count | `21` |
| Gr ovfl total | `0` |
| Max Cap Viol | `0` |
| Post-detail-place hpwl | `829 um` |
| Top routing layer in use | `met3` |
| Placed instance count | `106` |
| Die X | `80 um` |
| Worst Setup End Kind | `output pin` |
| CTS tree | `built` |
| Clock period minus worst slack | `1920 ps` |
| Number of cell rows | `21` |
| Fp_density | `8.13%` |
| Met1 wire length | `577 um` |
| Peak supply drop | `306 uV` |
| Synth cell types | `23` |
| Tool warnings | `26` |
| Pin count of the biggest net entering global routing | `6` |
| Largest registers ranked by flip-flop count | `stage (3)` |
| Clock input transition at the sequential cells of the worst setup and hold paths | `40 ps` |
| R2r worst-path depth | `4` |
| Core region area | `3420 um2` |
| Number of global-route vias before repair | `356` |
| Cells in synth_stat.txt | `36` |
| Async S/R FF share, synth | `100%` |
| PortBufs | `19` |
| CTS H-Tree Depth | `1` |
| Buffer cell driving the clock tree root | `clkbuf_4` |
| Number of inserted diodes | `0` |
| Worst clock skew on the final layout | `3.94 ps` |
| Critical path data arrival time | `1520 ps` |
| Insertion delay at the late pin of the worst-skew pair | `240 ps` |
| Power per cell area | `284 nW/um2` |
| Number of flip-flops under the largest register name | `3` |
| Chip area | `6400 um2` |
| Post-synth tally of flip-flops with integrated enable | `0` |
| Fraction of layout instances using a drive strength above 1 | `38.6%` |
| Post-synthesis register bit count | `3` |
| Reg2reg start | `stage[0]$_DFF_PP0_` |
| Worst R2R End | `stage[2]$_DFF_PP0_` |
| Post-CTS Hold Buffers | `0` |
| Fill cells | `375` |
| Tot GR Track Use | `3.20%` |
| Total iterations of the first detailed-routing run | `4` |
| Worst setup path class | `flop to output pin` |
| Fraction of synthesized cell area taken by the top area cell type | `27.0%` |
| Hold Crit Class | `input port to async pin` |
| Met2 Wirelength | `296 um` |
| Crit path max fanout | `4` |
| Avg Inst Size Synth | `7.72 um2` |
| Pins Over Slew Limit | `0` |
| Wirelength, routed | `1120 um` |
| Core utilization of the finished layout | `19.9%` |
| Largest area contributor in the synthesized netlist | `dfrtp_1` |
| Routed vias/inst | `3.34` |
| Detail-routed net length per standard cell | `9.66 um` |
| Slack of the worst reg-to-reg path | `980 ps` |
| Maximum operating frequency | `520 MHz` |
| Routed met3 length | `246 um` |
| Hold Violations, Final | `0` |
| DRC violation count after routing | `0` |
| Main flop type | `dfrtp_1` |
| Cell types with the highest counts after synthesis | `nor2_1, dfrtp_1, inv_1, nor3_1` |
| Unrepaired setup endpoints after global routing | `false` |
| Number of DRC markers in iteration 0 | `8` |
| Register area share after synthesis | `27.0%` |
| Largest register by flop count | `stage` |
| Post-placement setup slack | `-295 ps` |
| Number of failing setup endpoints in the final timing report | `0` |
| Clk sinks | `3` |
| Wire length of the first global-routing pass | `1620 um` |
| Post-route fraction of the period consumed by the critical path | `96.2%` |
| Number of antenna violations at the first check in global routing | `0` |
| Worst-case setup margin in the final layout | `76.4 ps` |
| Yosys top cell by instances | `nor2_1` |
| Overall via count from detail_route | `388` |
| Critical path launch point type | `flop` |
| Number of buffers added by the clock tree synthesis step | `3` |
| Die Ht | `80 um` |
| Leading post-synthesis cells by cell area | `dfrtp_1, nor2_1, nor3_1` |
| Post-synthesis instance area | `278 um2` |
| Yosys stat area | `278 um2` |
| Signed area change from the synthesized netlist to the final layout | `144%` |
| Clock Tree Buf Depth | `2` |
| Synthesized netlist cell count | `36` |
| Number of cells in the finished layout apart from fillers | `116` |
| Leakage component of the power | `0.405 nW` |
| RD Place Congestion | `0.814` |
| Count of yosys warnings during synthesis | `1` |
[per-stage QoR]
| step | area (um2) | hold WS (ps) | total power, mW | setup TNS, ps |
|---|---|---|---|---|
| floorplan | 278 | 154 | 0.0707 | 0 |
| global placement | 563 | 518 | 0.0848 | -1550 |
| detailed placement | 563 | 529 | 0.0848 | -1490 |
| CTS | 613 | 337 | 0.196 | -247 |
| global route | 678 | 333 | 0.205 | 0 |
| finish | 678 | 338 | 0.193 | 0 |
[what timing repair did]
item / 4_1_cts / 5_1_grt
endpoints found under the setup margin: 9 / 8
gates resized: 9 / 17
setup buffers: 3 / 3
pin swaps: 4 / 4
[layer usage]
metal,track usage (%),up-vias
li1,-,188
met1,4.39,174
met2,3.29,26
met3,3.41,0
met4,0.176,0
met5,0,-
[worst max-delay path by stage]
stage / start / endpoint / slack, ps
6_report: stage[1]$_DFF_PP0_ / out[9] / 80
5_1_grt: stage[1]$_DFF_PP0_ / out[9] / 20
4_1_cts: stage[1]$_DFF_PP0_ / out[8] / -140
[cells by family after synthesis]
kind of cell / share of synthesized area, %
other: 1.35
xor gates and xnor gates: 6.31
adders and majority gates: 4.50
AOI/OAI and AO/OA: 7.21
buffers and inverters: 9.46
and+or+nand+nor: 44.1
DFF: 27.0
[worst max-delay path, cell delays in order (launching register included)]
cell and delay [ps]:
dfrtp_1 390, buf_4 140, buf_4 140, nor3_4 130, clkdlybuf4s50_1 490
[power breakdown]
| group | switching [mW] | internal, mW | leakage (nW) |
|---|---|---|---|
| sequential | 0 | 0.0611 | 0.0426 |
| combinational | 0.0111 | 0.0117 | 0.348 |
| clock | 0.0342 | 0.0749 | 0.0150 |
[cell type report]
cell class / instances / area (um2) / share of cell area, %
inverter: 3 / 11.3 / 1.66
clock buffer: 4 / 26.3 / 3.87
timing repair buffer: 32 / 302 / 44.5
sequential: 3 / 75.1 / 11.1
tap: 46 / 57.6 / 8.49
multi-input combinational: 28 / 206 / 30.4
[placed cells by master (no fill, tap or decap), drive strengths merged, types with 2 or more instances in the layout]
cell	Yosys	routed
nand2	3	3
clkdlybuf4s50	0	6
inv	3	3
clkbuf	0	5
buf	2	13
nor3	3	3
and3	2	2
nor2	5	5
nand3b	2	2
dfrtp	3	3
dlymetal6s2s	0	7
dlygate4sd2	0	5
Power is estimated from default activity; no workload was simulated.
